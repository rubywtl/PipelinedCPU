==> design.v <==
`timescale 10ps/1fs
module mux2_1(out, i0, i1, sel);
	output logic out;
	input logic i0, i1, sel;
	wire v0, v1, n0;
	and #5 a0 (v0, i1, sel);
	not #5 n1 (n0, sel); 
	and #5 a1 (v1, i0, n0);
   or #5 o0 (out, v0, v1);	
endmodule
`timescale 10ps/1fs
module mux2_1_testbench();
	logic i0, i1, sel;
	logic out;
	mux2_1 dut (.out, .i0, .i1, .sel);
	initial begin
		sel=0; i0=0; i1=0; #1000;
		sel=0; i0=0; i1=1; #1000;
		sel=0; i0=1; i1=0; #1000;
		sel=0; i0=1; i1=1; #1000;
		sel=1; i0=0; i1=0; #1000;
		sel=1; i0=0; i1=1; #1000;
		sel=1; i0=1; i1=0; #1000;
		sel=1; i0=1; i1=1; #1000; 
	end
endmodule
`timescale 1ps/1ps
module mux4_1(out, i00, i01, i10, i11, sel0, sel1);
	output logic out;
	input logic i00, i01, i10, i11, sel0, sel1;
	logic v0, v1;
	mux2_1 m0(.out(v0), .i0(i00), .i1(i01), .sel(sel0));
	mux2_1 m1(.out(v1), .i0(i10), .i1(i11), .sel(sel0));
	mux2_1 m (.out(out), .i0(v0), .i1(v1), .sel(sel1));
endmodule
module mux4_1_testbench();
	logic i00, i01, i10, i11, sel0, sel1;
	logic out;
	mux4_1 dut (.out, .i00, .i01, .i10, .i11, .sel0, .sel1);
	integer i;
	initial begin
		for(i=0; i<64; i++) begin
			{sel1, sel0, i00, i01, i10, i11} = i; #10000;
		end
	end
endmodule
`timescale 1ps/1ps
module mux8_1(
	output logic out, 
	input logic [7:0] in,
	input logic [2:0] sel
);
	logic v0, v1;
	mux4_1 m0(.out(v0), .i00(in[0]), .i01(in[1]), .i10(in[2]), .i11(in[3]), .sel0(sel[0]), .sel1(sel[1]));
	mux4_1 m1(.out(v1), .i00(in[4]), .i01(in[5]), .i10(in[6]), .i11(in[7]), .sel0(sel[0]), .sel1(sel[1]));
	mux2_1 m (.out(out), .i0(v0), .i1(v1), .sel(sel[2]));
endmodule
module mux8_1_testbench();
	logic [7:0] in;
	logic [2:0] sel;
	logic out;
	mux8_1 dut (.out, .in, .sel);
	assign in = 8'b01101110;
	integer j;
	initial begin
		for(j=0; j<8; j++) begin  
			{sel[2], sel[1], sel[0]} = j; #100;
		end
	end
endmodule
`timescale 1ps/1ps
module mux32_1(
	output logic out,
	input logic [31:0] in,
	input logic [4:0] sel
);
	logic v0, v1, v2, v3;
	mux8_1 m0(.out(v0), .in(in[7:0]), .sel(sel[2:0]));
	mux8_1 m1(.out(v1), .in(in[15:8]), .sel(sel[2:0]));
	mux8_1 m2(.out(v2), .in(in[23:16]), .sel(sel[2:0]));
	mux8_1 m3(.out(v3), .in(in[31:24]), .sel(sel[2:0]));
	mux4_1 m4(.out(out), .i00(v0), .i01(v1), .i10(v2), .i11(v3), .sel0(sel[3]), .sel1(sel[4]));
endmodule
module mux32_1_testbench();
	logic [31:0] in;
	logic	[4:0] sel;
	logic out;
	mux32_1 dut (.out, .in, .sel);
	assign in = 32'b01101101001101011001100011101010;
	integer j;
	initial begin
		for(j=0; j<32; j++) begin  
			{sel[4], sel[3], sel[2], sel[1], sel[0]} = j; #100000;
		end
	end
endmodule
==> run.sh <==
#!/bin/bash
# OpenROAD 26Q1-2900-gdf79404cd8, Yosys 0.63+post, stock flow scripts
make -C /OpenROAD-flow-scripts/flow DESIGN_CONFIG=/design/flow/config.mk WORK_HOME=/design/flow/orfs finish
==> config.mk <==
export PLATFORM = sky130hd
export DESIGN_NAME = mux32_1
export DESIGN_NICKNAME = mux32_1
export VERILOG_FILES = /design/flow/design.v
export SDC_FILE = /design/flow/constraint.sdc
export NUM_CORES = 4
export LEC_CHECK = 1
export CORE_AREA = 10 10 70 70
export DIE_AREA = 0 0 80 80
==> constraint.sdc <==
current_design mux32_1

set clk_period 1.8
set clk_io_pct 0.2

create_clock -name clk0 -period $clk_period

set non_clock_inputs [all_inputs -no_clocks]
set_input_delay [expr $clk_period * $clk_io_pct] -clock clk0 $non_clock_inputs
set_output_delay [expr $clk_period * $clk_io_pct] -clock clk0 [all_outputs]
==> Changelog: implementation <==
### Changed

* I/O pin count at 38
* Synth area leaders: mux2i_1 (49%), a22oi_1 (9.2%), nand2_1 (6.9%), buf_12 (6.2%), a21oi_1 (4.6%)
* Status: finished with violations
* Buffers on Ports at 38
* CP endpoint kind: output port
* Max-slew headroom at 0.878
* Worst-margin pin slew at 0.178 ns
* Clkbuf count at 0
* Via Count at between 400 and 500
* Distinct lib cells at 15
* Fin. Hold Viols at 0
* Critical path class: in2out
* RSZ-0062 raised after global routing: true
* Core ar. at 3420 um^2
* Worst hold path type: in2out
* WL final at 1530 um
* Wire per inst at 11.8 um
* FP Core Util at 0.0952
* Violated checks: negative setup slack
* Log Warnings at 34
* Worst ir drop on vdd at ~0.039 mV
* Final worst slack at -0.00550 ns
* CP startpoint kind: input pin
* Final routed DRC violation total at 0
* Yosys warns at 0
* GRT Residual Overflow at 0
* DP Area at 774 um^2
* YS chip area at approximately 330 um^2
* Core Rows at 21
* Initial antenna violation count at 1
* Layout cells sized above 1 at 0.220
* Dpl hpwl at roughly 1400 um
* Syn avg cell area at 7.93 um^2
* Largest net degree at the start of global routing at 9
* Setup violators final at 1
* Final core utilization at 0.229
* First-pass GRT wire length at between 2000 and 2500 um
* Worst EP required at 1.44 ns
* Initial drt markers at 23
* Die Width at about 80 um
* Fin crit share at 1.00
* Cells after Synth at 41
* First-pass detailed-route iteration total at 4
* DR vias/cell at ~3.5
* Max_cap viols at 0
* Total die size at around 6400 um^2
* Die height at 80 um
* Leading area contributor after synthesis: mux2i_1
* Final ANT Viol Nets at 0
* Power per cell area at 189 nW/um^2
* Crit path time final at 1.81 ns
* Area delta synth->final at 140%
* Maximum achievable frequency at between 500 and 600 MHz
* Via count of the first global-routing pass at ~460
* Netlist Area Pre-Place at approximately 330 um^2
* Post-CTS Hold Buffers at 0
* Top-area cell share at 0.492
* Seq cells at 0
* CP max FO at 1
* WP data arrival at 1.45 ns
* Sum of negative setup slack at -0.00550 ns
* Synth Seq Share at 0
* Slew Limit Fails at 0
* Post-route cell area at 782 um^2
* Yosys Instances at 41
* All-layer global routing usage at 0.0444
* Gp weighted congestion at roughly 0.76
* Register area at 0 um^2
* Lkg Pwr at 0.364 nW
[worst paths after layout]
kind / start / endpoint / slack (ns) / depth (start not counted)
worst max-delay path: in[7] / out / -0.005 / 5
worst min-delay path: sel[0] / out / 1.23 / 5
[metrics by stage]
| stage | hold slack [ns] | std cells | worst slack (ns) | power [W] |
|---|---|---|---|---|
| floorplan | 0.924 | 41 | 0.232 | 0.0000579 |
| global placement | 1.92 | 127 | -0.900 | 0.000159 |
| detailed placement | 1.92 | 127 | -0.893 | 0.000160 |
| CTS | 1.32 | 128 | -0.0172 | 0.000150 |
| global route | 1.28 | 128 | -0.0605 | 0.000160 |
| finish | 1.23 | 129 | -0.00550 | 0.000148 |
[metal layers]
layer / track usage / wire length (um) / vias up
li1: - / - / 243
met2: 0.0762 / 746 / 16
met5: 0 / 0 / -
met4: 0 / 0 / 0
met3: 0.0114 / 97 / 0
met1: 0.0575 / 681 / 190
[area by class of cell]
type               instances  area, um^2
fillers                  393        2630
repair buffers            43         398
multi-input cells         39         324
well taps                 46        57.6
diodes                     1        2.50
[kinds of logic after synthesis]
| family | count (synthesis) | share of synthesized area |
|---|---|---|
| compound gates | 9 | 0.192 |
| buf+inv | 2 | 0.0962 |
| mux | 16 | 0.492 |
| simple gates | 14 | 0.219 |
[critical path: stages]
cell and delay [ns]:
clkdlybuf4s50_1 0.40, mux2i_1 0.16, a22oi_1 0.09, a311o_1 0.31, buf_2 0.12
[repair_timing]
action                     in CTS  in global routing
resized                        55                  3
setup buffers                   1                  0
setup endpoints to repair       1                  1
pin swaps                      12                  3
[cells in the mapped netlist (2+ instances only)]
master	count
nand3_1	2
a21oi_1	3
mux2i_1	16
nand2_1	6
a22oi_1	4
[placed cells by master (no fill, tap or decap), drive strengths merged]
| master | netlist | routed |
|---|---|---|
| dlygate4sd2 | 0 | 28 |
| mux2i | 16 | 16 |
| buf | 2 | 9 |
| nand2 | 6 | 6 |
| clkdlybuf4s50 | 0 | 6 |
| a22oi | 4 | 4 |
| a21oi | 3 | 3 |
| nand3 | 2 | 2 |
| diode | 0 | 1 |
| nor2b | 1 | 1 |
| and2b | 1 | 1 |
| and2 | 1 | 1 |
| nor2 | 1 | 1 |
| a211oi | 1 | 1 |
| nand4b | 1 | 1 |
| nand2b | 1 | 1 |
| a311o | 1 | 1 |
[report_power, final]
group          switching [W]     internal [W]
combinational      0.0000516        0.0000960
clock                      0  0.0000000000742
sequential                 0                0
Power figures rest on the tool's default switching activity, not on a simulated workload.
