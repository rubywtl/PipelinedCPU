--- /design/flow/design.v ---
`timescale 1ps/1ps
module adder (
    input  logic A, B,
    input logic cin,
    output logic sum,
    output logic cout
);
    logic a_and_b, b_and_c, a_and_c, a_xor_b;
    and #50 a1(a_and_b, A, B);
    and #50 a2(b_and_c, B, cin);
    and #50 a3(a_and_c, A, cin);
    or #50 o1(cout, a_and_b, b_and_c, a_and_c);
    xor #50 x1(a_xor_b, A, B);
    xor #50 x2(sum, a_xor_b, cin);
endmodule
module adder_testbench();
    logic A, B, cin, sum, cout;
    adder dut(.*);
    initial begin
        A = 0;
        B = 0;
        cin = 0; #1000;
        A = 1;
        B = 0;
        cin = 0; #1000;
        A = 0;
        B = 1;
        cin = 0; #1000;
        A = 1;
        B = 1;
        cin = 0; #1000;
        A = 0;
        B = 0;
        cin = 1; #1000;
        A = 1;
        B = 0;
        cin = 1; #1000;
        A = 0;
        B = 1;
        cin = 1; #1000;
        A = 1;
        B = 1;
        cin = 1; #1000;
    end
endmodule
`timescale 1ps/1ps
module bitwise_alu(A, B, cin, cntrl, result, cout);
    input logic A, B, cin;
    input logic [2:0] cntrl;
    output logic result, cout;
    logic adder_r, bw_or_r, bw_and_r, bw_xor_r, realB, inv_b;
    not #50 not_b(inv_b, B);
    mux2_1 inv_mux(.out(realB), .i0(B), .i1(inv_b), .sel(cntrl[0]));
    adder a(.A, .B(realB), .cin(cin), .sum(adder_r), .cout(cout));
    and #50 ba(bw_and_r, A, B);
    or #50 bo(bw_or_r, A, B);
    xor #50 bx(bw_xor_r, A, B);
    mux8_1 sel_mux(.out(result), .in({1'b0, bw_xor_r, bw_or_r, bw_and_r,
                                                    adder_r, adder_r, 1'b0, B}), .sel(cntrl));
endmodule
module bitslice_alu_testbench();
    logic A, B, cin;
    logic [2:0] cntrl;
    logic result, cout;
    bitslice_alu dut (.*);
    initial begin
        A = 1'b1;
        B = 1'b1;
        cntrl = 3'b000;
        #10000;
        cin = 1'b0;
        cntrl = 3'b010;
        #10000;
        B = 1'b0;
        #10000;
        cin = 1'b1;
        cntrl = 3'b011;
        #10000;
        cntrl = 3'b100;
        #10000;
        B = 1'b1;
        #10000;
        cntrl = 3'b101;
        #10000;
        A = 1'b0;
        B = 1'b0;
        #10000;
        cntrl = 3'b110;
        #10000;
        B = 1'b1;
        #10000;
    end
endmodule
`timescale 10ps/1fs
module mux2_1(out, i0, i1, sel);
	output logic out;
	input logic i0, i1, sel;
	wire v0, v1, n0;
	and #5 a0 (v0, i1, sel);
	not #5 n1 (n0, sel); 
	and #5 a1 (v1, i0, n0);
   or #5 o0 (out, v0, v1);	
endmodule
`timescale 10ps/1fs
module mux2_1_testbench();
	logic i0, i1, sel;
	logic out;
	mux2_1 dut (.out, .i0, .i1, .sel);
	initial begin
		sel=0; i0=0; i1=0; #1000;
		sel=0; i0=0; i1=1; #1000;
		sel=0; i0=1; i1=0; #1000;
		sel=0; i0=1; i1=1; #1000;
		sel=1; i0=0; i1=0; #1000;
		sel=1; i0=0; i1=1; #1000;
		sel=1; i0=1; i1=0; #1000;
		sel=1; i0=1; i1=1; #1000; 
	end
endmodule
`timescale 1ps/1ps
module mux4_1(out, i00, i01, i10, i11, sel0, sel1);
	output logic out;
	input logic i00, i01, i10, i11, sel0, sel1;
	logic v0, v1;
	mux2_1 m0(.out(v0), .i0(i00), .i1(i01), .sel(sel0));
	mux2_1 m1(.out(v1), .i0(i10), .i1(i11), .sel(sel0));
	mux2_1 m (.out(out), .i0(v0), .i1(v1), .sel(sel1));
endmodule
module mux4_1_testbench();
	logic i00, i01, i10, i11, sel0, sel1;
	logic out;
	mux4_1 dut (.out, .i00, .i01, .i10, .i11, .sel0, .sel1);
	integer i;
	initial begin
		for(i=0; i<64; i++) begin
			{sel1, sel0, i00, i01, i10, i11} = i; #10000;
		end
	end
endmodule
`timescale 1ps/1ps
module mux8_1(
	output logic out, 
	input logic [7:0] in,
	input logic [2:0] sel
);
	logic v0, v1;
	mux4_1 m0(.out(v0), .i00(in[0]), .i01(in[1]), .i10(in[2]), .i11(in[3]), .sel0(sel[0]), .sel1(sel[1]));
	mux4_1 m1(.out(v1), .i00(in[4]), .i01(in[5]), .i10(in[6]), .i11(in[7]), .sel0(sel[0]), .sel1(sel[1]));
	mux2_1 m (.out(out), .i0(v0), .i1(v1), .sel(sel[2]));
endmodule
module mux8_1_testbench();
	logic [7:0] in;
	logic [2:0] sel;
	logic out;
	mux8_1 dut (.out, .in, .sel);
	assign in = 8'b01101110;
	integer j;
	initial begin
		for(j=0; j<8; j++) begin  
			{sel[2], sel[1], sel[0]} = j; #100;
		end
	end
endmodule
--- /design/flow/run.sh ---
#!/bin/bash
# OpenROAD 26Q1-2900-gdf79404cd8, Yosys 0.63+post, stock flow scripts
make -C /OpenROAD-flow-scripts/flow DESIGN_CONFIG=/design/flow/config.mk WORK_HOME=/design/flow/orfs finish
--- /design/flow/config.mk ---
export PLATFORM = sky130hd
export DESIGN_NAME = bitwise_alu
export DESIGN_NICKNAME = bitwise_alu
export VERILOG_FILES = /design/flow/design.v
export SDC_FILE = /design/flow/constraint.sdc
export NUM_CORES = 4
export LEC_CHECK = 1
export CORE_AREA = 10 10 70 70
export DIE_AREA = 0 0 80 80
--- /design/flow/constraint.sdc ---
current_design bitwise_alu

set clk_period 1.5
set clk_io_pct 0.2

create_clock -name clk0 -period $clk_period

set non_clock_inputs [all_inputs -no_clocks]
set_input_delay [expr $clk_period * $clk_io_pct] -clock clk0 $non_clock_inputs
set_output_delay [expr $clk_period * $clk_io_pct] -clock clk0 [all_outputs]
==> out/results.tsv <==
stage	metric	value	unit
timing	Worst Tran Pin Value	0.233	ns
synth	# Cells Yosys	14	
place	Detailed Place HPWL	398	um
min_path	Hold WC Path Type	in2out	
global_routing	first-pass GRT wire length	731	um
cells_and_area	Area Growth Syn to Fin	155	%
setup_path	crit end category	output port	
route	Final ANT Viol Nets	0	
power	Power Density	233	nW/um^2
min_path	Hold Path Origin	A	
min_path	hold path depth	3	
power	Lkg Pwr	0.119	nW
synth	post-synth top area cell	ha_1	
setup_path	startpoint types	primary input	
route	DRT Pass-1 Iters	1	
floorplanning	Core Rows	21	
route	1st-iter DRT viols	0	
power	total design power	0.0704	mW
floorplanning	I/O pin total	8	
flow_run	tool warning count	36	
synth	biggest area cells	ha_1 (32%), fa_1 (17%), inv_1 (13%)	
place	dpl cells	71	
cts	Post-CTS Setup Inserts	0	
timing	Slew Limit Fails	0	
route	antenna diode count	0	
route	final wirelength	452	um
timing	setup violators final	1	
timing	slew margin rel.	84.4	%
floorplanning	Die H	80	um
route	vias per cell	1.90	
synth	Synth cell types	8	
timing	min Tclk post-route	1.80	ns
synth	Syn Std Cell Area	119	sq um
synth	Yosys top cell area share	31.6	%
setup_path	worst-path maximum fanout	2	
synth	Post-synth seq share	0	%
setup_path	Top delay family on crit path	adder cells	
status	violations in the final reports	negative setup slack	
setup_path	WP buf/inv	4	
synth	commonest cells in the netlist	inv_1 (4), ha_1 (3), a21oi_1 (2)	
synth	Avg Inst Size Synth	8.49	sq um
global_routing	number of global-route vias before repair	144	
floorplanning	Pre-Place Util	3.48	%
flow_run	# Max-Cap Violations	0	
place	placer congestion estimate	0.705	
floorplanning	Die X-Extent	80	um
timing	max frequency	554	MHz
route	DR vias	133	
global_routing	largest net degree at the start of global routing	4	
synth	Yosys warnings	0	
setup_path	Max stage delay on crit path	0.42	ns
timing	fin crit share	120	%
route	drt drc	0	
timing	setup tns final	-0.305	ns
cells_and_area	registers	0	
global_routing	GR Overflow Total	0	
setup_path	Req. time, crit path	1.20	ns
synth	Mapped Cells	14	
synth	most frequent cell after synthesis	inv_1	
synth	Yosys Chip Area	119	sq um
setup_path	slowest CP cell	fa_2	
floorplanning	total die area	6400	sq um
cells_and_area	layout cells sized above 1	58.3	%
status	status	complete, but fails checks	
global_routing	aggregate global-route resource usage	1.43	%
route	DR WL/cell	6.46	um
setup_path	WP data arrival	1.50	ns
timing	final hold violations	0	
floorplanning	CORE AREA	3420	sq um
global_routing	initial antenna violation count	0	
timing	unrepaired setup endpoints after global routing	true	
timing	Setup WS post-layout	-0.305	ns
min_path	Hold Crit Endpoint	cout	
setup_path	CP cell instances	buf_12 -> inv_12 -> ha_4 -> inv_2 -> fa_2 -> a211oi_2 -> a21oi_1 -> buf_2	
cells_and_area	# clk buffers	0	
setup_path	Crit Path Class	in2out	
power	Worst IR Drop VDD	0.0920	mV
cells_and_area	Non-Filler Instances	70	
place	Buffers on Ports	8	
cells_and_area	sequential cell area	0	sq um
[worst max-delay path by stage]
| stage | start | to | slack (ns) | depth (start not counted) |
|---|---|---|---|---|
| CTS | cntrl[0] | result | -0.41 | 9 |
| global route | cntrl[1] | result | -0.39 | 5 |
| finish | cntrl[0] | result | -0.30 | 8 |
[what timing repair did]
item                                    in CTS  in global routing
hold buffers                                 0                  0
gates cloned                                 0                  0
endpoints found under the setup margin       2                  2
pin swaps                                    3                  0
resized                                     22                  6
[cell type report]
cell class | instances | area, sq um
tap | 46 | 57.6
inverter | 4 | 27.5
multi-input combinational | 10 | 128
fill | 413 | 3110
timing repair buffer | 10 | 90.1
[layer usage]
layer	routed length, um	vias to the layer above	global-route usage (%)
li1	-	68	-
met2	117	8	1.52
met4	0	0	0
met3	65	0	0.795
met1	268	57	2.38
met5	0	-	0
[placed cells by master, fill, tap and decap left out, types with 2 or more instances in the layout]
cell             n
buf_2            2
inv_1            2
ha_1             2
clkdlybuf4s50_1  2
buf_4            2
[cell families (layout without fill, tap and decap cells)]
| logic type | after synthesis | in the layout | share of synthesized area, % |
|---|---|---|---|
| multiplexers | 1 | 1 | 9.47 |
| buffers and inverters | 4 | 14 | 12.6 |
| AND-OR/OR-AND | 3 | 3 | 14.7 |
| adder cells (fa/ha/maj) | 4 | 4 | 48.4 |
| AND/OR/NAND/NOR | 2 | 2 | 14.7 |
[stage by stage]
| step | hold slack (ns) | worst slack, ns | instance area (sq um) | util, % |
|---|---|---|---|---|
| 3_5_place_dp | 1.60 | -1.21 | 304 | 8.90 |
| 2_1_floorplan | 0.623 | -0.0411 | 144 | - |
| 3_3_place_gp | 1.58 | -1.21 | 304 | 8.90 |
| 5_1_grt | 1.03 | -0.391 | 303 | 8.86 |
| 6_report | 1.01 | -0.305 | 303 | 8.86 |
| 4_1_cts | 1.11 | -0.412 | 300 | 8.79 |
[report_power, final]
part / switching (mW) / internal [mW]
Combinational: 0.0285 / 0.0420
Sequential: 0 / 0
Clock: 0 / 0
Total: 0.0285 / 0.0420
Power and IR drop assume default switching activity.
